===== design/flow/config.mk =====
export PLATFORM = sky130hd
export DESIGN_NAME = axis_pulse_height_analyzer
export DESIGN_NICKNAME = axis_pulse_height_analyzer
export VERILOG_FILES = /design/flow/design.v
export SDC_FILE = /design/flow/constraint.sdc
export NUM_CORES = 4
export LEC_CHECK = 1
export CORE_UTILIZATION = 30

===== design/flow/constraint.sdc =====
current_design axis_pulse_height_analyzer

set clk_period 8.2
set clk_io_pct 0.2

create_clock -name clk0 -period $clk_period [get_ports {aclk}]

set non_clock_inputs [all_inputs -no_clocks]
set_input_delay [expr $clk_period * $clk_io_pct] -clock clk0 $non_clock_inputs
set_output_delay [expr $clk_period * $clk_io_pct] -clock clk0 [all_outputs]

===== design/flow/design.v =====
`timescale 1 ns / 1 ps
module axis_pulse_height_analyzer #
(
  parameter integer AXIS_TDATA_WIDTH = 16,
  parameter         AXIS_TDATA_SIGNED = "FALSE",
  parameter integer CNTR_WIDTH = 16
)
(
  input  wire                           aclk,
  input  wire                           aresetn,
  input  wire                           bln_flag,
  input  wire [AXIS_TDATA_WIDTH-1:0]    bln_data,
  input  wire [CNTR_WIDTH-1:0]          cfg_data,
  input  wire [AXIS_TDATA_WIDTH-1:0]    min_data,
  input  wire [AXIS_TDATA_WIDTH-1:0]    max_data,
  output wire                           s_axis_tready,
  input  wire [AXIS_TDATA_WIDTH-1:0]    s_axis_tdata,
  input  wire                           s_axis_tvalid,
  input  wire                           m_axis_tready,
  output wire [AXIS_TDATA_WIDTH-1:0]    m_axis_tdata,
  output wire                           m_axis_tvalid
);
  reg [AXIS_TDATA_WIDTH-1:0] int_data_reg[1:0], int_data_next[1:0];
  reg [AXIS_TDATA_WIDTH-1:0] int_min_reg, int_min_next;
  reg [AXIS_TDATA_WIDTH-1:0] int_tdata_reg, int_tdata_next;
  reg [CNTR_WIDTH-1:0] int_cntr_reg, int_cntr_next;
  reg int_enbl_reg, int_enbl_next;
  reg int_rising_reg, int_rising_next;
  reg int_tvalid_reg, int_tvalid_next;
  wire [AXIS_TDATA_WIDTH-1:0] int_tdata_wire;
  wire int_mincut_wire, int_maxcut_wire, int_rising_wire, int_delay_wire;
  assign int_delay_wire = int_cntr_reg < cfg_data;
  generate
    if(AXIS_TDATA_SIGNED == "TRUE")
    begin : SIGNED
      assign int_rising_wire = $signed(int_data_reg[1]) < $signed(s_axis_tdata);
      assign int_tdata_wire = $signed(int_data_reg[0]) - $signed(int_min_reg);
      assign int_mincut_wire = $signed(int_tdata_wire) > $signed(min_data);
      assign int_maxcut_wire = $signed(int_data_reg[0]) < $signed(max_data);
    end
    else
    begin : UNSIGNED
      assign int_rising_wire = int_data_reg[1] < s_axis_tdata;
      assign int_tdata_wire = int_data_reg[0] - int_min_reg;
      assign int_mincut_wire = int_tdata_wire > min_data;
      assign int_maxcut_wire = int_data_reg[0] < max_data;
    end
  endgenerate
  always @(posedge aclk)
  begin
    if(~aresetn)
    begin
      int_data_reg[0] <= {(AXIS_TDATA_WIDTH){1'b0}};
      int_data_reg[1] <= {(AXIS_TDATA_WIDTH){1'b0}};
      int_tdata_reg <= {(AXIS_TDATA_WIDTH){1'b0}};
      int_min_reg <= {(AXIS_TDATA_WIDTH){1'b0}};
      int_cntr_reg <= {(CNTR_WIDTH){1'b0}};
      int_enbl_reg <= 1'b0;
      int_rising_reg <= 1'b0;
      int_tvalid_reg <= 1'b0;
    end
    else
    begin
      int_data_reg[0] <= int_data_next[0];
      int_data_reg[1] <= int_data_next[1];
      int_tdata_reg <= int_tdata_next;
      int_min_reg <= int_min_next;
      int_cntr_reg <= int_cntr_next;
      int_enbl_reg <= int_enbl_next;
      int_rising_reg <= int_rising_next;
      int_tvalid_reg <= int_tvalid_next;
    end
  end
  always @*
  begin
    int_data_next[0] = int_data_reg[0];
    int_data_next[1] = int_data_reg[1];
    int_tdata_next = int_tdata_reg;
    int_min_next = int_min_reg;
    int_cntr_next = int_cntr_reg;
    int_enbl_next = int_enbl_reg;
    int_rising_next = int_rising_reg;
    int_tvalid_next = int_tvalid_reg;
    if(s_axis_tvalid)
    begin
      int_data_next[0] = s_axis_tdata;
      int_data_next[1] = int_data_reg[0];
      int_rising_next = int_rising_wire;
    end
    if(s_axis_tvalid & int_delay_wire)
    begin
      int_cntr_next = int_cntr_reg + 1'b1;
    end
    if(s_axis_tvalid & ~int_delay_wire & ~int_rising_reg & int_rising_wire)
    begin
      int_min_next = bln_flag ? int_data_reg[1] : bln_data;
      int_enbl_next = 1'b1;
    end
    if(s_axis_tvalid & int_enbl_reg & int_rising_reg & ~int_rising_wire & int_mincut_wire)
    begin
      int_tdata_next = int_tdata_wire;
      int_tvalid_next = int_maxcut_wire;
      int_cntr_next = {(CNTR_WIDTH){1'b0}};
    end
    if(m_axis_tready & int_tvalid_reg)
    begin
      int_tvalid_next = 1'b0;
    end
  end
  assign s_axis_tready = 1'b1;
  assign m_axis_tdata = int_tdata_reg;
  assign m_axis_tvalid = int_tvalid_reg;
endmodule

===== design/flow/run.sh =====
#!/bin/bash
# OpenROAD 26Q1-2900-gdf79404cd8, Yosys 0.63+post, stock flow scripts
make -C /OpenROAD-flow-scripts/flow DESIGN_CONFIG=/design/flow/config.mk WORK_HOME=/design/flow/orfs finish

==> impl_metrics.toml <==
# synthesis and place-and-route metrics
[run_status]
status = "complete, no violations"

[synth]
yosys_cells = 634
syn-mean-instance-area_um2 = 8.99
synthArstFlopShare_pct = 0
synth_cells = 634
area_leaders = "dfxtp_1, ha_1, mux2i_1"
top_cell = "dfxtp_1"
syn-cell-area_um2 = 5700
flop_cell = "dfxtp_1"
yosys.area.top_type = "dfxtp_1"
synth.top_cell.area_share_pct = 29.1
yosys_warnings = 3
edf_count = 0
synthTopCellsByCount = "dfxtp_1, inv_1, ha_1"
ys.flops = 83
synth_cell_types = 58
ys_seq_share_pct = 29.1
ys_area_um2 = 5700

[timing]
grt_setup_unrepaired = "false"
period_used_pct = 55.6
finalHoldViolations = 0
hold_slack_ps = 467
finalCriticalPeriod_ps = 4560
setup_ws_ps = 3640
setup_viol = 0
clock_skew_ps = 9.46
slew_headroom_pct = 44.3
clock.fmax_ghz = 0.219
slew_violations = 0
final.setup.tns_ps = 0
worstMarginPinSlew_ps = 832

[cts]
cts_buffers = 9
cts_resized = 0
clk_latency_ps = 350
htree_levels = 3
clockBufferDepth = 2
clk_pin_slew_ps = 60
root_buffer = "clkbuf_16"
cts_tree = "built"
cts.sinks = 83
hold_buffers = 0
postCtsSetupBuffers = 0

[route]
antenna_cells_inserted = 0
wl_per_cell_um = 13.9
ant_nets = 0
via_count = 4494
drc_errors = 0
wirelength_um = 13500
drt_iter0_drc = 164
dr.pass1.iters = 4
via_per_inst = 4.64

[layout]
regArea_um2 = 1660
area_delta_synth_final_pct = 27.1
largest_reg_flops = 32
comb_area_um2 = 3640
n_fill_cell = 1849
drive_above_1_share_pct = 4.63

[worst_setup_path]
r2r_start = "int_data_reg[0][0]$_SDFFE_PN0P_"
slowest_delay_ps = 450
critPathKind = "flop to flop"
critPathBufInv = 2
crit_chain = "inv_1 -> ha_1 -> inv_1 -> fa_1 -> a211oi_1 -> o21ai_0 -> a21oi_1 -> o21ai_0 -> xor2_1 -> ha_1 -> nand4_1 -> nor2_1 -> a221o_1 -> or3_2 -> o211ai_4 -> nand2_2 -> a21oi_1"
end_kind = "flop"
start_kind = "flop"
required_ps = 8470
critPathLaunch = "int_data_reg[0][0]$_SDFFE_PN0P_"
crit_family = "AND-OR/OR-AND gates"
crit_arrival_ps = 4830
path_max_fanout = 22
cpMaxStageDelayCell = "or3_2"

[floorplan]
die_h_um = 140
die_area_um2 = 19600
core_um2 = 18600
fp_util_pct = 30.6
io_pins = 103
die_w_um = 140
rows = 50

[placement]
post-place-ws_ps = 3500
io_buffers = 101
dp_hpwl_um = 10500
gp_congestion = 0.891

[run]
drv_cap = 0
tool_warnings = 25

[pwr]
power_mw = 1.09
peakVddDrop_mv = 0.115
power_density_nw_per_um2 = 150
power_leakage_nw = 3.54

[grt]
grt_pass1_vias = 4300
grt_overflow_total = 0
grt_max_degree = 69
grt_use_total_pct = 14.2
grt_pass1_wl_um = 22000
antenna_found_initial = 0

[worst_hold_path]
hp-class = "flop to flop"
hp-start = "int_enbl_reg$_SDFFE_PN0P_"
[power by group]
group          switching [mW]  leakage [nW]  total, mW  internal [mW]
clock                   0.176         0.156      0.445          0.269
sequential             0.0106         0.673      0.423          0.412
combinational           0.107          2.71      0.220          0.113
[cells by family after synthesis]
logic type | Yosys count | synth area share [%]
AND/OR/NAND/NOR | 162 | 15.7
multiplexers | 63 | 11.1
flip-flops | 83 | 29.1
AND-OR/OR-AND | 123 | 16.0
buffers and inverters | 99 | 6.96
adder cells (fa/ha/maj) | 78 | 17.2
other | 1 | 0.0658
XOR/XNOR | 25 | 3.84
[worst reg2reg max path, stage by stage, from the launching register on]
cell	delay, ps
dfxtp_1	340
inv_1	70
ha_1	150
inv_1	50
fa_1	410
a211oi_1	320
o21ai_0	150
a21oi_1	360
o21ai_0	180
xor2_1	290
ha_1	300
nand4_1	120
nor2_1	70
a221o_1	290
or3_2	450
o211ai_4	360
nand2_2	380
a21oi_1	210
[per-stage QoR]
step	instances	instance area, um2	util, %
after global placement	952	6920	37.1
after floorplan	634	5700	-
after global routing	968	7250	38.9
final	968	7250	38.9
after detailed placement	952	6920	37.1
after CTS	968	7250	38.9
[cells in the final DEF, fill, tap and decap left out, drive strengths merged, types with 9 or more instances in the layout]
cell           count
nor2              25
ha                77
o21a               9
dfxtp             83
o211a             19
clkdlybuf4s50     99
nand2             39
nor2b             49
xor2              19
mux2i             63
clkbuf             9
a21o              15
o21ai             21
inv               80
nand4             13
a21oi             31
[layer usage]
| layer | vias to the layer above | share of wire [%] | GRT usage (%) |
|---|---|---|---|
| li1 | 2404 | - | - |
| met1 | 2000 | 50 | 21.0 |
| met2 | 78 | 46 | 23.2 |
| met3 | 12 | 3.1 | 1.75 |
| met4 | 0 | 1.3 | 1.56 |
| met5 | - | 0 | 0 |
[path summary, 6_finish.rpt]
check                                        to  depth (start not counted)  slack, ps
setup / recovery  int_cntr_reg[14]$_SDFFE_PP0P_                         17       3640
hold reg to reg       int_enbl_reg$_SDFFE_PN0P_                          1        470
setup reg to reg  int_cntr_reg[14]$_SDFFE_PP0P_                         17       3640
hold / removal        int_enbl_reg$_SDFFE_PN0P_                          1        470
[layout make-up]
type	count	area share [%]
inverters	78	4.04
well taps	234	4.04
multi-input cells	452	50.3
clock inverters	7	1.36
flip-flops and latches	83	22.9
clock buffers	9	3.11
repair buffers	105	14.2
Power is estimated from default activity; no workload was simulated.
