File: config.mk
export PLATFORM = sky130hd
export DESIGN_NAME = axi_sts_register
export DESIGN_NICKNAME = axi_sts_register
export VERILOG_FILES = /design/flow/design.v
export SDC_FILE = /design/flow/constraint.sdc
export NUM_CORES = 4
export LEC_CHECK = 1
export CORE_AREA = 10 10 448 448
export DIE_AREA = 0 0 458 458
File: run.sh
#!/bin/bash
# OpenROAD 26Q1-2900-gdf79404cd8, Yosys 0.63+post, stock flow scripts
make -C /OpenROAD-flow-scripts/flow DESIGN_CONFIG=/design/flow/config.mk WORK_HOME=/design/flow/orfs finish
File: design.v
`timescale 1 ns / 1 ps
module axi_sts_register #
(
  parameter integer STS_DATA_WIDTH = 1024,
  parameter integer AXI_DATA_WIDTH = 32,
  parameter integer AXI_ADDR_WIDTH = 32
)
(
  input  wire                      aclk,
  input  wire                      aresetn,
  input  wire [STS_DATA_WIDTH-1:0] sts_data,
  input  wire [AXI_ADDR_WIDTH-1:0] s_axi_awaddr,   
  input  wire                      s_axi_awvalid,  
  output wire                      s_axi_awready,  
  input  wire [AXI_DATA_WIDTH-1:0] s_axi_wdata,    
  input  wire                      s_axi_wvalid,   
  output wire                      s_axi_wready,   
  output wire [1:0]                s_axi_bresp,    
  output wire                      s_axi_bvalid,   
  input  wire                      s_axi_bready,   
  input  wire [AXI_ADDR_WIDTH-1:0] s_axi_araddr,   
  input  wire                      s_axi_arvalid,  
  output wire                      s_axi_arready,  
  output wire [AXI_DATA_WIDTH-1:0] s_axi_rdata,    
  output wire [1:0]                s_axi_rresp,    
  output wire                      s_axi_rvalid,   
  input  wire                      s_axi_rready    
);
  function integer clogb2 (input integer value);
    for(clogb2 = 0; value > 0; clogb2 = clogb2 + 1) value = value >> 1;
  endfunction
  localparam integer ADDR_LSB = clogb2(AXI_DATA_WIDTH/8 - 1);
  localparam integer STS_SIZE = STS_DATA_WIDTH/AXI_DATA_WIDTH;
  localparam integer STS_WIDTH = STS_SIZE > 1 ? clogb2(STS_SIZE-1) : 1;
  reg int_rvalid_reg, int_rvalid_next;
  reg [AXI_DATA_WIDTH-1:0] int_rdata_reg, int_rdata_next;
  wire [AXI_DATA_WIDTH-1:0] int_data_mux [STS_SIZE-1:0];
  genvar j, k;
  generate
    for(j = 0; j < STS_SIZE; j = j + 1)
    begin : WORDS
      assign int_data_mux[j] = sts_data[j*AXI_DATA_WIDTH+AXI_DATA_WIDTH-1:j*AXI_DATA_WIDTH];
    end
  endgenerate
  always @(posedge aclk)
  begin
    if(~aresetn)
    begin
      int_rvalid_reg <= 1'b0;
      int_rdata_reg <= {(AXI_DATA_WIDTH){1'b0}};
    end
    else
    begin
      int_rvalid_reg <= int_rvalid_next;
      int_rdata_reg <= int_rdata_next;
    end
  end
  always @*
  begin
    int_rvalid_next = int_rvalid_reg;
    int_rdata_next = int_rdata_reg;
    if(s_axi_arvalid)
    begin
      int_rvalid_next = 1'b1;
      int_rdata_next = int_data_mux[s_axi_araddr[ADDR_LSB+STS_WIDTH-1:ADDR_LSB]];
    end
    if(s_axi_rready & int_rvalid_reg)
    begin
      int_rvalid_next = 1'b0;
    end
  end
  assign s_axi_rresp = 2'd0;
  assign s_axi_arready = 1'b1;
  assign s_axi_rdata = int_rdata_reg;
  assign s_axi_rvalid = int_rvalid_reg;
endmodule
File: constraint.sdc
current_design axi_sts_register

set clk_period 4.4
set clk_io_pct 0.2

create_clock -name clk0 -period $clk_period [get_ports {aclk}]

set non_clock_inputs [all_inputs -no_clocks]
set_input_delay [expr $clk_period * $clk_io_pct] -clock clk0 $non_clock_inputs
set_output_delay [expr $clk_period * $clk_io_pct] -clock clk0 [all_outputs]
==> run_results.csv <==
group,metric,value,unit
status,status,"finished, final reports clean",
pwr,p_leak,7.98,nW
routing,wl_per_cell,42.3,um
cts,cts_tree,"built",
cts,cts_inserted_buffers,5,
global_routing,overflow,0,
sta,fmax,270,MHz
floorplanning,die-area,210000,um2
synthesis,common_cells,"a22oi_1 (174), mux2i_1 (146), nor2_1 (114), nand2_1 (82), o21ai_0 (79)",
sta,layout_setup_ws,694,ps
floorplanning,ios,1168,
flow_run,tool_warnings,119,
pwr,power-per-cell-area,129,nW/um2
setup_path,r2r-start,"int_rdata_reg[14]$_SDFFE_PN0P_",
global_routing,grt_pass1_wl,247000,um
setup_path,worstSetupEndpoint,"int_rdata_reg[14]$_SDFFE_PN0P_",
synthesis,ys_ff,33,
global_routing,grt_usage,19.1,%
routing,first_pass_iters,5,
synthesis,syn_area,9340,um2
synthesis,synthDominantCellAreaShare,15.7,%
setup_path,endpoint_kind,"flip-flop",
floorplanning,num_rows,160,
setup_path,arrival,3970,ps
pwr,ir_drop,148,uV
cts,ctsHoldBuffers,0,
sta,fin_skew,0,ps
sta,fin_setup_tns,0,ps
cells_and_area,area_delta_synth_final,159,%
setup_path,reg2reg_to,"int_rdata_reg[14]$_SDFFE_PN0P_",
routing,ant_nets,0,
synthesis,most_common_cell,"a22oi_1",
routing,vias,18100,
setup_path,reg2reg_slack,2140,ps
floorplanning,fp.dieH,458,um
cts,cts_htree_levels,2,
global_routing,antenna_found_initial,236,
setup_path,start_kind,"input pin",
setup_path,path_class,"in -> reg",
cts,cts_root_buf,"clkbuf_16",
floorplanning,die_x,458,um
setup_path,worstPathMaxFanout,22,
synthesis,edf_count,0,
cells_and_area,n_fill_cell,21900,
sta,slew_violations,0,
placement,post-place-ws,223,ps
sta,hold_viol_final,0,
setup_path,crit_required,4660,ps
synthesis,synth_top_cell_by_area,"mux2i_1",
synthesis,syn_area_per_cell,7.19,um2
placement,gp_congestion,0.975,
sta,worstMarginPinSlew,1070,ps
synthesis,ff_type,"dfxtp_1",
synthesis,syn-instance-count,1299,
synthesis,ys_warn_count,6,
synthesis,async_flop_share,0,%
cts,postCtsSetupRepairBufs,0,
setup_path,ff2ff_path_depth,5,
sta,rsz0062_at_grt,"false",
synthesis,ys_cells,1299,
routing,drt_drc_violations_left,0,
placement,place_inst,4874,
sta,min_period,3710,ps
cts,cts_resized,0,
placement,dp_hpwl,188000,um
cts,clock.latency.late_pin,350,ps
floorplanning,initial_core_util,4.90,%
synthesis,synth_cell_types,63,
placement,portBuffers,1065,
global_routing,grt_pass1_vias,17700,
synthesis,ys_area,9340,um2
flow_run,maxCapViolations,0,
cells_and_area,drive_gt1_share,9.24,%
cells_and_area,largest_reg_flops,32,
hold_path,min_path_type,"reg -> reg",
cts,numClockSinks,33,
sta,period_used_share,84.2,%
synthesis,ys_seq_share,7.07,%
cells_and_area,fin_cells,4936,
routing,totalWireLength,209000,um
routing,first_iter_violations,1797,
floorplanning,core,190000,um2
global_routing,grt_max_degree,51,
sta,maxSlewHeadroom,28.5,%
cts,clkTransAtPathRegs,110,ps
setup_path,startpoint,"s_axi_arvalid",
cts,max-clock-path-buffers,2,
sta,setup_viol,0,
routing,viasPerCell,3.67,
synthesis,area_leaders,"mux2i_1 (16%), a22oi_1 (14%), dfxtp_1 (7.1%)",
cell families (layout without fill, tap and decap cells):
logic type / count (synthesis) / count (layout) / share of synthesized area (%)
and+or+nand+nor: 335 / 335 / 17.6
DFF: 33 / 33 / 7.07
muxes: 161 / 161 / 17.7
AOI/OAI and AO/OA: 606 / 606 / 48.3
other: 2 / 62 / 0.0804
buffers and inverters: 162 / 1228 / 9.27
stage by stage:
stage	util [%]	hold WS, ps	cell area, um2	power [mW]
3_5_place_dp	12.5	443	23800	2.56
4_1_cts	12.6	455	24000	3.15
3_3_place_gp	12.5	439	23800	2.57
5_1_grt	12.6	490	24100	3.20
6_report	12.7	456	24100	3.10
2_1_floorplan	-	407	9360	0.863
worst max-delay path: stages:
cell,delay (ps)
clkdlybuf4s50_1,870
nor2b_4,100
buf_12,190
nand2_1,250
o21ai_0,260
a2111oi_1,710
o2111a_1,490
a32oi_1,140
cell type report:
cell class	instances	area [um2]	share of cell area, %
Tap cell	2511	3140	13.0
Clock buffer	6	139	0.575
Sequential cell	33	661	2.74
Clock inverter	2	37.5	0.155
Inverter	5	18.8	0.0777
Timing Repair Buffer	1215	12100	49.9
Multi-Input combinational cell	1110	7960	32.9
Antenna cell	54	135	0.560
placed cells by master, fill, tap and decap left out, drive strengths merged, types with 6 or more instances in the layout:
cell,netlist,routed
o2111a,24,24
a32oi,29,29
nand4,6,6
conb,2,8
o21ai,84,84
o22a,6,6
nor2,114,114
dfxtp,33,33
nor4,7,7
nand2,83,83
buf,89,155
o211ai,8,8
diode,0,54
a21oi,62,62
nand3,17,17
and3,28,28
a22oi,174,174
a221oi,7,7
a22o,54,54
clkbuf,68,6
clkdlybuf4s50,0,1060
o2111ai,6,6
a2111oi,58,58
nor2b,32,32
and2,8,8
o22ai,51,51
nand3b,12,12
a2bb2oi,23,23
nor3,12,12
mux2i,146,146
mux2,13,13
metal layers:
layer	global-route usage (%)	routed length, um	up-vias
met3	8.70	23500	355
met1	21.9	77400	8845
met5	0	890	-
met2	32.7	102000	1331
met4	3.77	5200	144
li1	-	-	7435
where the power goes:
part           internal, mW  switching [mW]  leakage (nW)
combinational          1.20            1.00          7.62
sequential            0.325          0.0259         0.271
clock                 0.286           0.260        0.0834
total                  1.81            1.29          7.98
worst min path at each step:
| stage | startpoint | to | depth (start not counted) |
|---|---|---|---|
| after CTS | int_rdata_reg[20]$_SDFFE_PN0P_ | int_rdata_reg[20]$_SDFFE_PN0P_ | 2 |
| after global routing | int_rdata_reg[20]$_SDFFE_PN0P_ | int_rdata_reg[20]$_SDFFE_PN0P_ | 2 |
| final | int_rdata_reg[20]$_SDFFE_PN0P_ | int_rdata_reg[20]$_SDFFE_PN0P_ | 2 |
No activity file was given, so power comes from the tool's default toggle rates.
